`flow/config.mk`:
```
export PLATFORM = sky130hd
export DESIGN_NAME = registerFile
export DESIGN_NICKNAME = registerFile
export VERILOG_FILES = /design/flow/design.v
export SDC_FILE = /design/flow/constraint.sdc
export NUM_CORES = 4
export LEC_CHECK = 1
export CORE_UTILIZATION = 50
```
`flow/constraint.sdc`:
```
current_design registerFile

set clk_period 12.8
set clk_io_pct 0.2

create_clock -name clk0 -period $clk_period [get_ports {clk}]

set non_clock_inputs [all_inputs -no_clocks]
set_input_delay [expr $clk_period * $clk_io_pct] -clock clk0 $non_clock_inputs
set_output_delay [expr $clk_period * $clk_io_pct] -clock clk0 [all_outputs]
```
`flow/design.v`:
```
module registerFile(
  input [4:0] rs1,
  input [4:0] rs2,
  input [4:0] rd,  
  input [63:0] WriteData,
  output reg [63:0] ReadData1,
  output reg [63:0] ReadData2,
  input clk,
  input reset,
  input RegWrite
);
  reg [63:0] registers [31:0];
  int i;
  initial
    begin
      for (i = 0; i < 32; i+=1)
        begin
          registers[i] = 0;
        end
      registers[11] = 8;
    end
  always @ (*)
    begin
      if (reset == 1)
        begin
          ReadData1 = 64'b0;
          ReadData2 = 64'b0;
        end
      else
        begin
          ReadData1 = registers[rs1];
          ReadData2 = registers[rs2];
        end
    end
  always @ (posedge clk)
    begin
      if (RegWrite)
        begin
          registers[rd] = WriteData;
        end
    end
endmodule
```
`flow/run.sh`:
```
#!/bin/bash
# OpenROAD 26Q1-2900-gdf79404cd8, Yosys 0.63+post, stock flow scripts
make -C /OpenROAD-flow-scripts/flow DESIGN_CONFIG=/design/flow/config.mk WORK_HOME=/design/flow/orfs finish
```
==> Slide: Implementation Results <==
Run Summary

Run status
  • Status: finished, final reports clean

Worst setup path
  • Req. time, crit path: 10.24 ns
  • Setup crit end kind: primary output
  • Critical path fanouts, max: 47
  • CP peak stage delay: 1.18 ns
  • Slowest stage cell, crit path: nor4_1
  • Setup CP Type: in -> out
  • Cell mode on critical path: buf_4
  • Crit-path cells: buf_8, buf_4, buf_4, mux4_2, mux2_2, o22ai_1, nor4_1, buf_4, clkdlybuf4s50_1
  • CP arrival: 6.86 ns
  • Nature of the critical path startpoint: primary input

Pwr
  • Peak VDD IR: 0.144 mV
  • P_leak: 0.0338 uW
  • Power Dens Cells: 138 nW/um2
  • Tot Pwr: 14800 uW

Cells and area
  • P&R area growth vs syn: 13.5%
  • Fill cell count: 13600
  • Layout cell share with drive strength beyond 1: 0.346
  • Most frequent cells in the layout: edfxtp_1, mux4_2, buf_4
  • Top cell excl fill/tap: edfxtp_1
  • Gate Area: 31100 um2
  • Largest register FFs: 2048
  • Total area of sequential cells: 61500 um2

Place
  • GP Congestion: 0.893
  • Worst slack at placement: 3.47 ns
  • PortBufs: 209
  • HPWL Detailed: 177000 um

Floorplan
  • Die Width: 436 um
  • Fp util: 0.503
  • Core ar.: 188000 um2
  • Die height: 436 um
  • Die ar.: 190000 um2
  • Num ports: 210
  • Num rows: 159

Detailed routing
  • DRT antenna net count: 0
  • DRC: 0
  • DRT Pass-1 Iters: 8
  • Routed WL per cell: 39.1 um
  • Vias: 52400
  • First DRT Iteration DRCs: 3512
  • WL final: 300000 um
  • Vias per cell: 6.83

Logic synthesis
  • Sequential share of the synthesized area: 0.652
  • Yosys warning tally: 1
  • Post-synth EDFFs: 2048
  • Unique cell types: 56
  • Synth Area per Inst: 20.4 um2
  • Cells in synth_stat.txt: 4629
  • Post-synthesis cell area: 94400 um2
  • Primary FF master, synth: edfxtp_1
  • Post-synthesis register bit count: 2048
  • Yosys stat area: 94400 um2
  • Mapped Cells: 4629
  • Async SR Flop Fraction: 0

Timing
  • Final worst slack: 3.38 ns
  • Final Max Tran Viols: 0
  • Slew margin rel.: 0.0651
  • Slew @ Worst Pin: 1.39 ns
  • # setup viols final: 0
  • Fin. Hold Viols: 0
  • RSZ-0062 raised after global routing: no
  • Post-route setup TNS: 0 ns
  • Fin crit share: 0.736
  • F_max: 106 MHz
  • Crit path time final: 9.42 ns

Clocking
  • Clk buf depth: 3
  • Clock Sinks: 2048
  • CTS Buf Count: 214
  • Reg clk slew, reported paths: 0.06 ns
  • Root Driver: clkbuf_16
  • Post-CTS Setup Bufs: 0
  • CTS H-Tree Depth: 4
  • Post_cts resized: 0
  • Hold_buf cts: 0
  • TritonCTS clock tree: built

GRT
  • GR peak layer: met2
  • GR Util met3: 0.274
  • First-pass GRT wire length: 425000 um
  • Vias in the first global route: 58600
  • Met2 Use GR: 0.510
  • GR Overflow Total: 0
  • Pin count of the biggest net entering global routing: 77
  • Met1 Use GR: 0.452
  • Overall routing resource usage: 0.361
  • Initial antenna violation count: 13

Job
  • Log Warnings: 26
  • Total of max-cap violations: 0

Min path
  • Hold Crit Class: in -> reg
[synth_stat cells (11+ instances only)]
| library cell | number | share of area |
|---|---|---|
| nor2b_1 | 44 | 0.0029 |
| nor2_1 | 93 | 0.0037 |
| mux2_2 | 170 | 0.020 |
| nor4_1 | 84 | 0.0056 |
| nand2b_1 | 11 | 0.00073 |
| buf_1 | 33 | 0.0013 |
| o22ai_1 | 195 | 0.013 |
| mux4_2 | 937 | 0.22 |
| mux2i_1 | 218 | 0.023 |
| nand2_1 | 90 | 0.0036 |
| buf_2 | 85 | 0.0045 |
| a22o_1 | 18 | 0.0017 |
| and2_1 | 11 | 0.00073 |
| a21oi_1 | 14 | 0.00074 |
| nand4_1 | 18 | 0.0012 |
| clkbuf_1 | 136 | 0.0054 |
| o21ai_0 | 14 | 0.00074 |
| buf_4 | 62 | 0.0049 |
| a221oi_1 | 18 | 0.0017 |
| a22oi_1 | 92 | 0.0073 |
| buf_6 | 37 | 0.0044 |
| a211oi_1 | 42 | 0.0033 |
| nand3_1 | 13 | 0.00069 |
| edfxtp_1 | 2048 | 0.65 |
| nor3_1 | 17 | 0.00090 |
[layer usage]
metal  share of wire  wire length, um  up-vias
li1                -                -    21100
met2            0.47           142000     3982
met4           0.046            13900       24
met3            0.18            54900      707
met5          0.0012              353        -
met1            0.30            89200    26600
[path summary, 6_finish.rpt]
kind,cells after the start,slack [ns],startpoint,endpoint
worst max-delay path,9,3.38,rs1[0],ReadData1[2]
worst min-delay path,2,2.51,WriteData[19],registers[17][19]$_DFFE_PP_
[kinds of logic (layout without fill, tap and decap cells)]
| family | Yosys count | after routing | share of synthesized area |
|---|---|---|---|
| buffers and inverters | 367 | 915 | 0.0222 |
| AND/OR/NAND/NOR | 424 | 424 | 0.0235 |
| AND-OR/OR-AND | 465 | 465 | 0.0354 |
| multiplexers | 1325 | 1325 | 0.267 |
| flip-flops | 2048 | 2048 | 0.652 |
| other | 0 | 4 | 0 |
[cell type report]
class	instances	area share
tap	2495	0.0292
antenna	4	0.0000935
timing repair buffer	524	0.0433
multi-input combinational	2214	0.290
inverter	5	0.000175
clock inverter	124	0.00987
sequential	2048	0.574
clock buffer	262	0.0527
[metrics by stage]
stage,std cells,utilization,cell area (um2),hold WS [ns]
3_5_place_dp,7286,0.535,100000,3.39
3_3_place_gp,7286,0.535,100000,3.39
4_1_cts,7672,0.571,107000,2.46
6_report,7676,0.571,107000,2.51
2_1_floorplan,4629,-,94400,2.66
5_1_grt,7675,0.571,107000,2.51
[critical path, delay by kind of cell]
kind	cells	cell delay, ns
buffers and inverters	5	2.45
AOI/OAI and AO/OA	1	0.11
muxes	2	0.49
and+or+nand+nor	1	1.18
[power by group]
group	internal (uW)	leakage, uW	switching, uW
Combinational	567	0.0121	719
Sequential	7460	0.0184	30.9
Clock	3430	0.00327	2600
Total	11500	0.0338	3350
Power figures rest on the tool's default switching activity, not on a simulated workload.
