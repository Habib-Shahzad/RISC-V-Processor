$ cat config.mk
export PLATFORM = sky130hd
export DESIGN_NAME = IDEX
export DESIGN_NICKNAME = IDEX
export VERILOG_FILES = /design/flow/design.v
export SDC_FILE = /design/flow/constraint.sdc
export NUM_CORES = 4
export LEC_CHECK = 1
export CORE_AREA = 10 10 247 247
export DIE_AREA = 0 0 257 257
$ cat constraint.sdc
current_design IDEX

set clk_period 1.0
set clk_io_pct 0.2

create_clock -name clk0 -period $clk_period [get_ports {clk}]

set non_clock_inputs [all_inputs -no_clocks]
set_input_delay [expr $clk_period * $clk_io_pct] -clock clk0 $non_clock_inputs
set_output_delay [expr $clk_period * $clk_io_pct] -clock clk0 [all_outputs]
$ cat design.v
module IDEX (
  input clk,reset,
  input MemRead, 
  input MemtoReg, 
  input MemWrite, 
  input ALUSrc, 
  input RegWrite,
  input branch,
  input [63:0] ReadData1,
  input [63:0] ReadData2,
  input [63:0] imm_data,
  input [63:0] address,
  input [3:0] funct,
  input [4:0] rd,
  input [4:0] rs1,
  input [4:0] rs2,
  input [1:0] AluOp,
  output reg MemReadOut,
  output reg MemtoRegOut,
  output reg MemWriteOut,
  output reg ALUSrcOut,
  output reg RegWriteOut,
  output reg branchOut,
  output reg [63:0] ReadData1Out,
  output reg [63:0] ReadData2Out, 
  output reg [63:0] imm_dataOut,
  output reg [63:0] addressOut,
  output reg [3:0] functOut,
  output reg [4:0] rdOut,
  output reg [4:0] rs1Out,
  output reg [4:0] rs2Out,
  output reg [1:0] AluOpOut
);
  always @(posedge clk )
    begin
    if (reset)
      begin
        MemReadOut   = 0;
        MemtoRegOut  = 0;
        MemWriteOut  = 0;
        ALUSrcOut    = 0;
        RegWriteOut  = 0;
        branchOut    = 0;
        ReadData1Out = 0;
        ReadData2Out = 0;
        imm_dataOut  = 0;
        addressOut   = 0;
        functOut     = 0;
        rdOut        = 0;
      	rs1Out       = 0;
      	rs2Out       = 0;
        AluOpOut     = 0;
    end
      else
        begin
        MemReadOut   = MemRead;
       	MemtoRegOut  = MemtoReg;
        MemWriteOut  = MemWrite;
        ALUSrcOut    = ALUSrc;
		RegWriteOut  = RegWrite;
		branchOut    = branch;
		ReadData1Out = ReadData1;
		ReadData2Out = ReadData2;
		imm_dataOut  = imm_data;
		addressOut   = address;
		functOut     = funct;
		rdOut        = rd;
		rs1Out       = rs1;
		rs2Out       = rs2;
        AluOpOut     = AluOp;
        end
    end
endmodule
$ cat run.sh
#!/bin/bash
# OpenROAD 26Q1-2900-gdf79404cd8, Yosys 0.63+post, stock flow scripts
make -C /OpenROAD-flow-scripts/flow DESIGN_CONFIG=/design/flow/config.mk WORK_HOME=/design/flow/orfs finish
==> metrics.yaml <==
dp_slack_ns: -0.351
worst-path-max-fanout: 1
grt_overflow: 0
drive_gt1_share_pct: 35.0
dieArea_um2: 66000
ys.flops: 283
cts_buffer_depth: 3
grt_pass1_vias: 6752
crit_path_cell_trace: "buf_6"
crit_slowest_cell: "dfxtp_4"
status: "finished with violations"
critical_path_class: "reg -> out"
drv_cap: 0
ant_nets: 0
yosys_cells: 597
grt_max_degree: 43
drc: 0
grt_util_all_layers_pct: 9.46
drt_first_pass_iters: 4
cpLargestDelayFamily: "flip-flops"
tool_warnings: 27
cts_tree: "built"
syn_inst: 597
finalSetupViolCount: 283
core_area_um2: 55300
vias: 6231
fmax_mhz: 769
drtIter0Drc: 125
hold_viol: 0
rows: 86
violations: "negative setup slack"
whs_endpoint: "addressOut[18]$_SDFF_PP0_"
worstSetupStartpointType: "flop"
cts_buffers: 31
area_delta_synth_final_pct: 87.0
antenna_found_initial: 8
yosysWarnings: 1
gp_congestion: 0.944
via_per_inst: 3.17
relSlewSlack_pct: 81.4
grt_pass1_wl_mm: 46.4
initial_utilization_pct: 13.7
layout_setup_ws_ns: -0.301
clkTransAtPathRegs_ns: 0.06
cts_hold_buf: 0
slew_violations: 0
yosysSeqAreaShare_pct: 74.6
syn_area_per_cell_um2: 12.7
peakVddDrop_v: 0.00128
cts-root-buf: "clkbuf_16"
dpl_cell_area_um2: 14300
startpoint: "imm_dataOut[28]$_SDFF_PP0_"
cts.sinks: 283
worstPathArrival_ns: 1.10
rsz0062_at_grt: "yes"
io_buffers: 567
netlist_area_um2: 7590
endpoint_kind: "output port"
die_w_um: 257
holdCritPathClass: "in -> reg"
worst_slew_pin_slew_ns: 0.279
ios: 568
final_area_um2: 14200
yosys_area_um2: 7590
cp.required_ns: 0.80
synth.area.top_cells: "dfxtp_1 (75%), nor2b_1 (23%), buf_2 (2.0%)"
ys_types: 4
top_area_share_pct: 74.6
largest_area_cell: "dfxtp_1"
place_hpwl_mm: 26.5
hold_depth: 3
wl_per_cell_um: 16.4
power_density_nw_per_um2: 1830
final_cell_mix: "nor2b_1 (283), clkdlybuf4s50_1 (283), buf_2 (262)"
min_from: "reset"
cp_num_buf_inv: 1
fin_crit_ns: 1.30
drt_wl_total_mm: 32.2
leakage_nw: 6.16
setup-tns-final_ns: -48.47
period_used_pct: 130
cpPeakStageDelay_ns: 0.41
die_h_um: 257
cts_max_level: 1
## Yosys cell counts
master    number
buf_2         30
clkbuf_1       1
dfxtp_1      283
nor2b_1      283
## power breakdown
part           total (mW)  internal, mW  switching [mW]
Clock                11.5          6.95            4.58
Combinational        2.43          1.76           0.672
Sequential           12.1          11.9           0.177
Total                26.0          20.6            5.43
## cells by family (layout without fill, tap and decap cells)
family        after synthesis  count (layout)  synth area share, %
buf+inv                    31             649                 2.03
flops                     283             283                 74.6
other cells                 0               2                    0
simple gates              283             283                 23.3
## sequential cells by signal, indices dropped and copies added (netlist names)
signal and cells:
rdOut 5, MemWriteOut 1, ReadData1Out 64, RegWriteOut 1
imm_dataOut 64, functOut 4, AluOpOut 2, ReadData2Out 64
branchOut 1, ALUSrcOut 1, MemtoRegOut 1, rs1Out 5
rs2Out 5, MemReadOut 1, addressOut 64
## how the worst max path moves through the flow
stage	to	depth (start not counted)
4_1_cts	imm_dataOut[28]	1
5_1_grt	imm_dataOut[28]	1
6_report	imm_dataOut[28]	1
## metal layers
metal | share of wire (%) | routed length, um | track usage [%] | up-vias
met2 | 46 | 15000 | 15.3 | 374
met3 | 13 | 4290 | 5.49 | 45
met1 | 38 | 12200 | 10.8 | 2815
li1 | - | - | - | 2987
met4 | 2.1 | 675 | 1.66 | 10
met5 | 0.18 | 59 | 0 | -
## area by class of cell
| class | instances | area, um^2 |
|---|---|---|
| Fill cell | 5908 | 41100 |
| Sequential cell | 283 | 5760 |
| Timing Repair Buffer | 593 | 4680 |
| Multi-Input combinational cell | 283 | 1770 |
| Tap cell | 748 | 936 |
| Clock buffer | 42 | 887 |
| Clock inverter | 14 | 158 |
| Antenna cell | 2 | 5.00 |
## through the flow
| stage | hold WS, ns | utilization [%] | power (mW) | cells |
|---|---|---|---|---|
| finish | 0.0603 | 25.7 | 26.0 | 1965 |
| global route | 0.0498 | 25.7 | 27.3 | 1965 |
| CTS | 0.0370 | 25.5 | 26.6 | 1963 |
| detailed placement | 0.661 | 25.9 | 15.3 | 1907 |
| global placement | 0.653 | 25.9 | 15.3 | 1907 |
| floorplan | 0.328 | - | 12.6 | 597 |
## what timing repair did
| item | CTS | global route |
|---|---|---|
| setup buffers | 0 | 0 |
| endpoints found under the setup margin | 283 | 283 |
| resized | 1001 | 28 |
| hold endpoints to repair | 0 | 0 |
No activity file was given, so power comes from the tool's default toggle rates.
