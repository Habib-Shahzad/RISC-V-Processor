--- flow/constraint.sdc ---
current_design Instruction_Memory

set clk_period 3.1
set clk_io_pct 0.2

create_clock -name clk0 -period $clk_period

set non_clock_inputs [all_inputs -no_clocks]
set_input_delay [expr $clk_period * $clk_io_pct] -clock clk0 $non_clock_inputs
set_output_delay [expr $clk_period * $clk_io_pct] -clock clk0 [all_outputs]
--- flow/config.mk ---
export PLATFORM = sky130hd
export DESIGN_NAME = Instruction_Memory
export DESIGN_NICKNAME = Instruction_Memory
export VERILOG_FILES = /design/flow/design.v
export SDC_FILE = /design/flow/constraint.sdc
export NUM_CORES = 4
export LEC_CHECK = 1
export CORE_UTILIZATION = 30
--- flow/design.v ---
module Instruction_Memory (
  input [63:0] Inst_Address,
  output reg [31:0] Instruction
); 
reg [7:0] memory [71:0];
        initial begin
         memory[71] = 8'b11111100;
         memory[70] = 8'b00000000;
         memory[69] = 8'b00001010;
         memory[68] = 8'b11100011;
         memory[67] = 8'b00000001;
         memory[66] = 8'b11101010;
         memory[65] = 8'b10110000;
         memory[64] = 8'b00100011;
         memory[63] = 8'b00000000;
         memory[62] = 8'b11011011;
         memory[61] = 8'b00110000;
         memory[60] = 8'b00100011;
         memory[59] = 8'b00000000;
         memory[58] = 8'b11100000;
         memory[57] = 8'b00001111;
         memory[56] = 8'b00110011;
         memory[55] = 8'b11111100;
         memory[54] = 8'b00000000;
         memory[53] = 8'b00000110;
         memory[52] = 8'b11100011;
         memory[51] = 8'b00000000;
         memory[50] = 8'b01100000;
         memory[49] = 8'b00000010;
         memory[48] = 8'b10110011;
         memory[47] = 8'b00000000;
         memory[46] = 8'b10000011;
         memory[45] = 8'b00000011;
         memory[44] = 8'b00010011;
         memory[43] = 8'b00000000;
         memory[42] = 8'b00001101;
         memory[41] = 8'b10001110;
         memory[40] = 8'b00110011;
         memory[39] = 8'b00000000;
         memory[38] = 8'b00011101;
         memory[37] = 8'b10001101;
         memory[36] = 8'b10010011;
         memory[35] = 8'b11111110;
         memory[34] = 8'b10111110;
         memory[33] = 8'b01000010;
         memory[32] = 8'b11100011;
         memory[31] = 8'b00000000;
         memory[30] = 8'b10000010;
         memory[29] = 8'b10000010;
         memory[28] = 8'b10010011;
         memory[27] = 8'b00000000;
         memory[26] = 8'b00011110;
         memory[25] = 8'b00001110;
         memory[24] = 8'b00010011;
         memory[23] = 8'b00000010;
         memory[22] = 8'b11010111;
         memory[21] = 8'b01000010;
         memory[20] = 8'b01100011;
         memory[19] = 8'b00000000;
         memory[18] = 8'b00001011;
         memory[17] = 8'b00110111;
         memory[16] = 8'b00000011;
         memory[15] = 8'b00000000;
         memory[14] = 8'b00001010;
         memory[13] = 8'b10110110;
         memory[12] = 8'b10000011;
         memory[11] = 8'b00000000;
         memory[10] = 8'b01100101;
         memory[9] = 8'b00001011;
         memory[8] = 8'b00110011;
         memory[7] = 8'b00000000;
         memory[6] = 8'b01010101;
         memory[5] = 8'b00001010;
         memory[4] = 8'b10110011;
         memory[3] = 8'b00000100;
         memory[2] = 8'b10111101;
         memory[1] = 8'b10000100;
         memory[0] = 8'b01100011;
        end
  always @(*)
    begin
      Instruction = {
        memory[Inst_Address+3],
        memory[Inst_Address+2], 
        memory[Inst_Address+1], 
        memory[Inst_Address+0] 
      };
    end
endmodule
--- flow/run.sh ---
#!/bin/bash
# OpenROAD 26Q1-2900-gdf79404cd8, Yosys 0.63+post, stock flow scripts
make -C /OpenROAD-flow-scripts/flow DESIGN_CONFIG=/design/flow/config.mk WORK_HOME=/design/flow/orfs finish
==> impl_metrics.env <==
# source this file to load flow results
export IMPL_syn2layout_area_growth_pct=108.3
export IMPL_drive_gt1_share_pct=59.27
export IMPL_top_cell="nand2_1"
export IMPL_synthTopCellsByArea="o21ai_0 (7.5%), nand2_1 (7.0%), a21oi_1 (6.6%)"
export IMPL_failed_checks="setup timing"
export IMPL_switching_power_mw=1.007
export IMPL_cp_required_ps=2480
export IMPL_top_cell_area_share_pct=7.547
export IMPL_drt_iter0_drc=1297
export IMPL_warnings=103
export IMPL_max_slew_margin_rel_pct=68.24
export IMPL_ys_chip_area_mm2=0.004443
export IMPL_synthDistinctLibCells=82
export IMPL_dp_cells=1048
export IMPL_yosys_warnings=1
export IMPL_hp_start="Inst_Address[0]"
export IMPL_die_h_um=123.7
export IMPL_grt_use_total_pct=31.17
export IMPL_switching_share_pct=49.99
export IMPL_flop_area_um2=0
export IMPL_ctsHoldBuffers=0
export IMPL_worst_path_buf_inv=6
export IMPL_p_clk_share_pct=0
export IMPL_power_density_mw_per_mm2=217.7
export IMPL_max_stage_delay_ps=270
export IMPL_crit_type="in -> out"
export IMPL_hold_path_class="in -> out"
export IMPL_clockBufferCount=0
export IMPL_slew_viol_final=0
export IMPL_fp_util_pct=30.69
export IMPL_setup_violations=20
export IMPL_routedWlPerCell_um=23.65
export IMPL_ir_worst_vdd_uv=79.92
export IMPL_worstMarginPinSlew_ps=469.0
export IMPL_layoutNonFillerInstCount=1203
export IMPL_setup_ws_ps=-276.7
export IMPL_wl_um=28450
export IMPL_antenna_found_initial=0
export IMPL_synth_stat_cells=695
export IMPL_arrival_ps=2760
export IMPL_overflow=0
export IMPL_top_cells_by_count="nand2_1 (83), o21ai_0 (67), a21oi_1 (59)"
export IMPL_combPwrFrac_pct=100.0
export IMPL_largest_area_cell="o21ai_0"
export IMPL_finalCritPeriodShare_pct=108.9
export IMPL_startpoint="Inst_Address[1]"
export IMPL_grt_pass1_vias=6701
export IMPL_hold_violations=0
export IMPL_path_cells="buf_8, buf_8, ha_4, ha_4, buf_4, buf_4, nor2b_1, buf_4, nand2_1, a21oi_1, nor3_1, o21ai_1, buf_2"
export IMPL_internal_power_mw=1.008
export IMPL_fmax_ghz=0.2961
export IMPL_seq_cells=0
export IMPL_drt_vias_per_instance=6.667
export IMPL_dp_final_hpwl_um=13780
export IMPL_period_needed_ps=3377
export IMPL_gp_congestion=0.9408
export IMPL_final_fill_count=890
export IMPL_grt_pass1_wl_um=36780
export IMPL_cp_end_kind="output port"
export IMPL_leakage_nw=3.855
export IMPL_avgSynthCellArea_um2=6.393
export IMPL_mi_logic_area_mm2=0.005125
export IMPL_io_buffer_count=39
export IMPL_netlist_instances=695
export IMPL_num_antenna_cells=0
export IMPL_crit_family="buffers and inverters"
export IMPL_vias=8021
export IMPL_rows=44
export IMPL_cpMostUsedCell="buf_4"
export IMPL_grt_max_degree=33
export IMPL_dieArea_mm2=0.01530
export IMPL_worst_setup_path_start_kind="primary input"
export IMPL_ant_nets=0
export IMPL_syn_cell_area_mm2=0.004443
export IMPL_max_cap_violations=0
export IMPL_ios=96
export IMPL_cp_slowest_cell="nor2b_1"
export IMPL_crit_fanout=13
export IMPL_utilization_pct=63.93
export IMPL_rsz0062_at_grt="true"
export IMPL_core_mm2=0.01448
export IMPL_route_detailed_drc=0
export IMPL_outcome="complete, but fails checks"
export IMPL_die_x_um=123.7
export IMPL_firstDrtPassIters=6
export IMPL_p_seq_share_pct=0
export IMPL_ys_seq_share_pct=0
==> final cells by class <==
cell class | instances | share of cell area, %
inverter | 15 | 0.7975
tap | 184 | 2.487
timing repair buffer | 410 | 41.35
multi-input combinational | 594 | 55.37
==> tightest hold or removal path: stages <==
cell and delay (ps):
buf_8 80, buf_6 110, a221oi_2 60, o31ai_2 210, dlygate4sd2_1 200
==> routing by layer <==
layer  global-route usage (%)  part of all wire (%)  routed length (um)  vias up
met5                        0                     0                   0        -
met4                    10.02                   6.5                1862        0
met3                    6.215                    14                4005      215
met2                    45.76                    40               11420      826
met1                    45.44                    39               11160     3687
li1                         -                     -                   -     3293
==> cell families after synthesis <==
kind of cell               synth area share [%]
AOI/OAI and AO/OA                         44.75
xor gates and xnor gates                  8.702
adders and majority gates                 4.506
buffers and inverters                     11.80
muxes                                     3.267
and+or+nand+nor                           26.98
==> power groups by stage <==
stage         clock [mW]  combinational [mW]  sequential (mW)
CTS                    0                1.62                0
global route           0                2.09                0
finish                 0                2.01                0
==> stage by stage <==
step	hold slack, ps	area, um^2	worst slack [ps]	power [mW]	setup TNS [ps]
4_1_cts	1963	8165	-244.5	1.616	-1810
2_1_floorplan	1460	4452	41.91	0.6833	0
5_1_grt	1961	9256	-385.9	2.093	-3653
3_3_place_gp	2229	6275	-1182	1.256	-31610
6_report	1905	9256	-276.7	2.015	-2371
3_5_place_dp	2240	6275	-1062	1.253	-29760
==> timing repair <==
item                                    in CTS  in global routing
endpoints found under the setup margin      32                 30
gates cloned                                 9                  0
resized                                    311                180
pin swaps                                  101                102
hold endpoints to repair                     0                  0
setup buffers                               84                 70
==> path summary, 6_finish.rpt <==
check	slack (ps)	endpoint	cells after the start
worst max-delay path	-280	Instruction[13]	13
worst min-delay path	1900	Instruction[2]	5
==> layout by cell type, fill, tap and decap left out, types with 6 or more instances in the layout <==
| master | count |
|---|---|
| buf_4 | 259 |
| buf_6 | 81 |
| nand2_1 | 64 |
| a21oi_1 | 42 |
| o21ai_0 | 42 |
| nor2_1 | 40 |
| o21ai_1 | 22 |
| nand3_1 | 19 |
| o211ai_1 | 17 |
| nand2_2 | 16 |
| buf_12 | 16 |
| a31oi_1 | 14 |
| buf_2 | 14 |
| a21oi_2 | 13 |
| nor3_2 | 13 |
| ha_4 | 13 |
| nor3_1 | 12 |
| buf_8 | 11 |
| xnor2_4 | 10 |
| mux2i_1 | 10 |
| o21ai_2 | 10 |
| a211oi_2 | 10 |
| a211oi_1 | 8 |
| nor2_2 | 8 |
| nor2b_1 | 8 |
| o22ai_1 | 7 |
| o221ai_1 | 7 |
| o311ai_1 | 7 |
| o31ai_1 | 6 |
| or3_1 | 6 |
| bufbuf_16 | 6 |
| dlygate4sd2_1 | 6 |
| clkbuf_2 | 6 |
Power and IR drop assume default switching activity.
